===== ./config.mk =====
export PLATFORM = sky130hd
export DESIGN_NAME = TT
export DESIGN_NICKNAME = TT
export VERILOG_FILES = /design/flow/design.v
export SDC_FILE = /design/flow/constraint.sdc
export NUM_CORES = 4
export LEC_CHECK = 1
export CORE_UTILIZATION = 40

===== ./constraint.sdc =====
current_design TT

set clk_period 6.6
set clk_io_pct 0.2

create_clock -name clk0 -period $clk_period [get_ports {clk}]

set non_clock_inputs [all_inputs -no_clocks]
set_input_delay [expr $clk_period * $clk_io_pct] -clock clk0 $non_clock_inputs
set_output_delay [expr $clk_period * $clk_io_pct] -clock clk0 [all_outputs]

===== ./design.v =====
module TT(
    clk,
    rst_n,
	in_valid,
    source,
    destination,
    out_valid,
    cost
    );
input clk, rst_n, in_valid;
input [3:0] source;
input [3:0] destination;
output reg out_valid;
output reg [3:0] cost;
parameter READ = 2'b00, CALCULATE = 2'b01, RESULT = 2'b10, STANDBY = 2'b11;
reg [15:0] Graph [15:0];
reg [3:0] first_station, end_station;
reg [1:0] c_state, n_state;
reg [15:0] last_station, unvisited;
reg [3:0] distance [15:0];
reg [3:0] round;
reg [15:0] viewing [15:0];
always@(posedge clk or negedge rst_n) 
begin
    if(!rst_n)
        c_state <= STANDBY;  
    else 
        c_state <= n_state;
end
always@(*) begin
    case(c_state)
        READ:       if (!in_valid) n_state = CALCULATE;
                    else n_state = READ;
        CALCULATE:  if (distance[end_station] != 0 || last_station == 0) n_state = RESULT;         
                    else n_state = CALCULATE;
        RESULT:     if (rst_n) n_state = STANDBY;
                    else n_state = RESULT;
        STANDBY:    if (in_valid) n_state = READ;
                    else n_state = STANDBY;
    endcase
end
always@(posedge clk or negedge rst_n) 
begin
    if(!rst_n)
    begin
        first_station <= 0;
        end_station <= 0;
    end
    else if(in_valid && (c_state == STANDBY))      
    begin
        first_station <= source;
        end_station <= destination;
    end    
    else
    begin
        first_station <= first_station;
        end_station <= end_station;
    end
end
integer i, n;
always@(posedge clk)
begin
    if(c_state == STANDBY)
        begin
            for(i=0; i<16; i=i+1)
            begin
                Graph[i] <= 0;
            end
        end
    else if(c_state == READ && in_valid == 1)
        begin
            Graph[source][destination] <= 1;
            Graph[destination][source] <= 1;
        end
    else
        begin
            for(n=0; n<16; n=n+1)
            begin
                Graph[n] <= Graph[n];
            end
        end
end
integer l;
always@(*)
begin
    for(l=0; l<16; l=l+1)
    begin
        viewing[l] = last_station & Graph[l];
    end
end
integer m;
always@(posedge clk)
begin
    for(m=0; m<16; m=m+1)
    begin
        if(c_state == READ)
            last_station[first_station] <= 1'b1;
        else if(c_state == CALCULATE && distance[m] == round)
            last_station[m] <= 1'b1;
        else 
            last_station[m] <= 1'b0;
    end
end
integer j;
always@(negedge clk)
begin
    for(j=0; j<16; j=j+1)
    begin
        if(c_state == STANDBY)
            unvisited[j] <= 1;
        else if(c_state == READ)
            unvisited[first_station] <= 0;
        else if(c_state == CALCULATE && unvisited[j] == 1 && (viewing[j] != 0))
            unvisited[j] <= 0;
        else 
            unvisited[j] <= unvisited[j];
    end
end
integer k;
always@(negedge clk)
begin
    for(k=0; k<16; k=k+1)
    begin
        if(c_state == STANDBY)
            distance[k] <= 0;
        else if(c_state == READ)
            distance[first_station] <= 0;
        else if(c_state == CALCULATE && unvisited[k] == 1 && (viewing[k] != 0))
            distance[k] <= round;
        else 
            distance[k] <= distance[k];
    end
end
always@(posedge clk)
begin
    if(n_state == CALCULATE)
        round <= round + 1'b1;
    else if(c_state == READ || n_state == STANDBY)
        round <= 0;
    else 
        round <= round;
end
always@(posedge clk or negedge rst_n) 
begin
    if(!rst_n)
        out_valid <= 0;  
    else if(n_state == RESULT)
        out_valid <= 1;
    else 
        out_valid <= 0;
end
always@(posedge clk or negedge rst_n) 
begin
    if(!rst_n)
        cost <= 0;  
    else if(n_state == RESULT && distance[end_station] != 0)
        cost <= distance[end_station];
    else 
        cost <= 0;
end 
endmodule 

===== ./run.sh =====
#!/bin/bash
# OpenROAD 26Q1-2900-gdf79404cd8, Yosys 0.63+post, stock flow scripts
make -C /OpenROAD-flow-scripts/flow DESIGN_CONFIG=/design/flow/config.mk WORK_HOME=/design/flow/orfs finish

==> flow_summary.yaml <==
# physical design summary
pwr:
  clkPwrFrac_pct: 29.2
  p_leak_nw: 8.25
  seqPwrFrac_pct: 41.7
  vdd_drop_max_mv: 0.258
  powerDensity_nw_per_um2: 426
  switchingPower_mw: 3.40
  switching_share_pct: 37.0
  p_int_mw: 5.79
  comb_power_share_pct: 29.2
route:
  diodes: 0
  drt_iter0_markers: 1509
  drt-total-wl_um: 66500
  ant_nets: 0
  vias_per_cell: 6.35
  route.detailed.drc: 0
  dr.pass1.iters: 17
  dr_total_vias: 15500
  routedWlPerCell_um: 27.3
timing:
  slew-limit-headroom_pct: 31.4
  finClkSkew_ns: 0.0543
  slew_viol_final: 0
  setup_viol: 0
  whs_ns: 0.476
  max_slew.worst_pin.slew_ns: 1.02
  fin_tns_setup_ns: 0
  finalHoldViolCount: 0
  rsz0062_at_grt: "no"
cells_and_area:
  design_area_um2: 21600
  drive_gt1_share_pct: 9.99
  area_growth_pct: 12.9
  lay_top_count: "edfxtp_1"
  nFillCells: 4251
  mostFrequentLayoutCells: "edfxtp_1 (292), nand2b_1 (234), o22ai_1 (232), nand2_1 (97), inv_1 (95)"
worst_setup_path:
  r2r_start: "last_station[13]"
  r2r_slack_ns: 0.72
  startpoint_type: "flop"
  worst-setup-path-type: "flop to flop"
  crit_required_ns: 3.84
  critPathCaptureType: "flop"
  worstPathArrival_ns: 3.12
  startpoint: "last_station[13]"
  worstSetupEndpoint: "distance[1][2]"
  cp_max_fo: 10
  reg2reg_depth: 6
  reg2reg_to: "distance[1][2]"
clock_tree:
  cts_made_buffers: 43
  max-clock-path-buffers: 3
  cts_hold_buf: 0
  root_buffer: "clkbuf_16"
  cts_setup_buffers: 0
  cts.clk_slew.worst_paths_ns: 0.06
  post_cts_resized: 0
  cts.sinks: 373
  cts_tree: "done"
  clk_latency_ns: 0.62
  cts_htree_levels: 2
yosys:
  syn_avg_cell_area_um2: 10.7
  ys.flop_type: "edfxtp_1"
  syn_inst: 1781
  netlist_area_um2: 19100
  ys_ff: 373
  yosysSeqAreaShare_pct: 54.9
  enable_flop_cells: 292
  yosys_cells: 1781
  ys_types: 56
  synthArstFlopShare_pct: 4.56
  ys_chip_area_um2: 19100
  yosys_warnings: 2
job:
  cap_violations: 0
  warnings: 111
global_routing:
  grt_start_max_net_pins: 107
  grt_pass1_vias: 14600
  grt_pass1_wl_um: 97500
  grt-ovfl-total: 0
  grt_use_total_pct: 29.5
  antenna_found_initial: 0
floorplan:
  io_pins: 16
  die_w_um: 220
  die_h_um: 220
  rows: 79
  dieArea_um2: 48600
  initCoreUtil_pct: 40.7
  coreArea_um2: 46900
placement:
  place.gp.congestion: 0.989
  hpwlAfterDp_um: 44400
  place_area_um2: 19800
  port_buffers: 15
min_path:
  min_from: "unvisited[14]"
  min_path_type: "flop to flop"
run_status:
  status: "finished clean"
==> stage by stage <==
stage | utilization (%) | std cells | worst slack, ns | total power, mW
after floorplan | - | 1781 | 0.978 | 5.49
after global placement | 42.3 | 2281 | 0.789 | 6.55
after detailed placement | 42.3 | 2281 | 0.760 | 6.56
after CTS | 46.0 | 2438 | 0.738 | 9.18
after global routing | 46.0 | 2438 | 0.563 | 9.62
final | 46.0 | 2438 | 0.719 | 9.19
==> final cells by class <==
cell class | instances | area, µm² | share of cell area (%)
Clock buffer | 56 | 1230 | 5.71
Clock inverter | 102 | 532 | 2.47
Inverter | 16 | 67.6 | 0.313
Multi-Input combinational cell | 1199 | 7820 | 36.3
Sequential cell | 373 | 10500 | 48.6
Tap cell | 607 | 759 | 3.52
Timing Repair Buffer | 85 | 676 | 3.13
==> kinds of logic (layout without fill, tap and decap cells) <==
logic type | after synthesis | count (layout) | synth area share, %
simple gates | 570 | 570 | 16.2
buf+inv | 209 | 259 | 4.15
compound gates | 529 | 529 | 18.6
mux | 28 | 28 | 2.77
fa+ha+maj | 6 | 6 | 0.393
flops | 373 | 373 | 54.9
xor+xnor | 66 | 66 | 3.03
==> power groups by stage <==
stage	Combinational [mW]	Sequential (mW)	Clock (mW)
CTS	2.64	3.82	2.72
global route	2.89	3.88	2.85
finish	2.68	3.83	2.68
==> per-layer routing <==
layer / share of wire [%] / track usage (%) / up-vias
met4: 3.6 / 9.10 / 2
met3: 14 / 14.9 / 141
met1: 39 / 42.6 / 7586
met2: 43 / 40.6 / 913
met5: 0.16 / 1.62 / -
li1: - / - / 6831
==> how the worst min path moves through the flow <==
stage | endpoint | slack [ns] | cells after the start
4_1_cts | unvisited[14] | 0.48 | 2
5_1_grt | unvisited[12] | 0.49 | 1
6_report | unvisited[14] | 0.48 | 2
==> state kept, by name, summed over array words and instances, names as in the netlist <==
register,flops
cost,4
distance,64
first_station,4
last_station,16
Graph,256
round,4
out_valid,1
c_state,4
unvisited,16
end_station,4
==> critical path: stages (launching register included) <==
cell	delay (ns)
dfxtp_1	0.52
buf_4	0.30
a22oi_1	0.16
nand2_1	0.21
nor4_1	0.92
o21ai_0	0.24
a21oi_1	0.18
==> synth_stat cells (3+ instances only) <==
cell type	count	area, µm²
nand4_1	12	75.1
nor4_1	13	81.3
a31o_2	12	105
nand3_1	72	360
clkbuf_1	149	559
dfxtp_1	64	1280
o31ai_1	4	30.0
mux2_2	10	113
a22oi_1	64	480
nand2b_1	234	1460
a21oi_1	38	190
o2111a_1	4	45.0
inv_1	16	60.1
edfxtp_1	292	8770
o41ai_1	7	61.3
and3_1	8	50.1
nor2b_1	11	68.8
xnor2_1	27	236
nor2_1	59	221
mux4_1	6	158
a22o_1	36	315
dfrtp_1	16	400
a221oi_1	35	307
o21a_1	3	22.5
mux4_2	11	248
a32oi_1	5	43.8
nand2_1	97	364
o21ai_0	71	355
a21boi_0	5	37.5
or2_2	10	62.6
a31oi_1	4	25.0
xor2_1	39	342
ha_1	6	75.1
or4_1	8	60.1
o211ai_1	4	30.0
and2_1	4	25.0
nor3_1	29	145
and4_1	4	35.0
o22ai_1	232	1450
or3_1	3	18.8
buf_1	41	154
Power figures rest on the tool's default switching activity, not on a simulated workload.
